[/design/flow/config.mk]
export PLATFORM = sky130hd
export DESIGN_NAME = gpio_to_fifo
export DESIGN_NICKNAME = gpio_to_fifo
export VERILOG_FILES = /design/flow/design.v
export SDC_FILE = /design/flow/constraint.sdc
export NUM_CORES = 4
export LEC_CHECK = 1
export CORE_UTILIZATION = 50
[/design/flow/constraint.sdc]
current_design gpio_to_fifo

set clk_period 2.0
set clk_io_pct 0.2

create_clock -name clk0 -period $clk_period [get_ports {clk}]

set non_clock_inputs [all_inputs -no_clocks]
set_input_delay [expr $clk_period * $clk_io_pct] -clock clk0 $non_clock_inputs
set_output_delay [expr $clk_period * $clk_io_pct] -clock clk0 [all_outputs]
[/design/flow/design.v]
module gpio_to_fifo
(
    input wire clk,
    input wire rst,
	input wire [31:0] emio_gpio_i,
	output wire rst_pl,
	input wire instr_fifo_full,
	output wire [31:0] instr_fifo_dout,
	output reg instr_fifo_wr_en,
	input wire pulse_fifo_full,
	output wire [31:0] pulse_fifo_dout,
	output reg pulse_fifo_wr_en
);
localparam [7:0] rst_bit = 3, i_write_bit = 2, i_sclk_bit = 0, i_sdata_bit = 1, p_write_bit = 4, p_sclk_bit = 5, p_sdata_bit = 6;
shift_register sr0(clk, emio_gpio_i[i_sclk_bit], rst, emio_gpio_i[i_sdata_bit], instr_fifo_dout);
shift_register sr1(clk, emio_gpio_i[p_sclk_bit], rst, emio_gpio_i[p_sdata_bit], pulse_fifo_dout);
assign rst_pl = emio_gpio_i[rst_bit];
reg state_i;
always @ (posedge clk or negedge rst) begin
    if(!rst) begin
        state_i <= 0;
    end
    else begin
        if(state_i == 0 && emio_gpio_i[i_write_bit]) begin
            state_i <= 1;
            instr_fifo_wr_en <= 1;
        end
        else if (state_i == 1) begin
            instr_fifo_wr_en <= 0;
            if(!emio_gpio_i[i_write_bit]) begin
                state_i <= 0;
            end
        end
    end
end
reg state_p;
always @ (posedge clk or negedge rst) begin
    if(!rst) begin
        state_p <= 0;
    end
    else begin
        if(state_p == 0 && emio_gpio_i[p_write_bit]) begin
            state_p <= 1;
            pulse_fifo_wr_en <= 1;
        end
        else if (state_p == 1) begin
            pulse_fifo_wr_en <= 0;
            if(!emio_gpio_i[p_write_bit]) begin
                state_p <= 0;
            end
        end
    end
end
endmodule
`timescale 1ns / 1ps
module shift_register
#(
	parameter width = 32
)
(
    input wire clk,
    input wire sclk,
    input wire reset,
    input wire data_in,
    output reg [width-1:0] data_out
);
wire [width-1:0] data_next;
reg state;
    localparam state_wait_sclk = 1'b0,
		       state_cleanup = 1'b1; 
initial begin
    data_out <= 0;
    state <= state_wait_sclk;
end
always @ (posedge clk or negedge reset) begin
    if(reset == 1'b0)begin
        data_out <= 0;
        state <= state_wait_sclk;
    end
    else begin
        case(state)
            state_wait_sclk: begin
                if(sclk == 1'b1) begin
                    data_out <= data_next;
                    state <= state_cleanup;
                end
            end
            state_cleanup: begin
                if(sclk == 1'b0) begin
                    state <= state_wait_sclk;
                end
            end
            default: begin
                state <= state_wait_sclk;
            end
        endcase   
    end
end
assign data_next = {data_in, data_out[width-1:1]};
endmodule
[/design/flow/run.sh]
#!/bin/bash
# OpenROAD 26Q1-2900-gdf79404cd8, Yosys 0.63+post, stock flow scripts
make -C /OpenROAD-flow-scripts/flow DESIGN_CONFIG=/design/flow/config.mk WORK_HOME=/design/flow/orfs finish
==> flow_results.org <==
#+TITLE: Flow metrics

** Outcome
- Result of the run :: complete, no violations

** Logic synthesis
- Cell type contributing the most total cell area after synthesis :: sky130_fd_sc_hd__dfrtp_1
- Post-synthesis cell type with the largest instance count :: sky130_fd_sc_hd__dfrtp_1
- Of the synthesized area, sequential elements account for 0.603.
- Area of the mapped netlist :: 2920 sq um
- By count the netlist is led by sky130_fd_sc_hd__dfrtp_1, sky130_fd_sc_hd__mux2_4, sky130_fd_sc_hd__buf_12, sky130_fd_sc_hd__mux2_2.
- The share of synthesized area in the top cell type comes to 0.583.
- Counting flops with an async set or reset pin after synthesis yields a share of 0.971.
- Counting distinct cell types in the post-synthesis netlist gives 11.
- Post-Syn Instances :: ~150
- Cell count in the Yosys report :: 151
- Number of synthesis warnings :: 2
- Synth Flop Type :: sky130_fd_sc_hd__dfrtp_1
- The post-synth count of flops with an enable pin is 2.
- #FFs+latches synth :: roughly 70
- Chip area from the yosys synthesis statistics :: ~3000 sq um
- Cell types with the largest area share after synthesis :: sky130_fd_sc_hd__dfrtp_1, sky130_fd_sc_hd__mux2_4, sky130_fd_sc_hd__buf_12, sky130_fd_sc_hd__edfxtp_1, sky130_fd_sc_hd__mux2_2
- Avg Cell Area, Syn :: between 15 and 20 sq um

** Placed design
- Hpwl dp :: between 2 and 3 mm
- Placed cell count :: 291
- Number of buffers added on ports :: roughly 73
- Last weighted congestion value of the routability-driven placer :: ~0.7

** Die
- Total Die Area :: 6150 sq um
- Width of the die :: a little under 80 microns
- Init Core Util :: 0.524
- 103 I/O pins were placed.
- The die is 78.4 microns tall.
- In this run the standard cell core region covers around 5600 sq um.
- In this run the core area contains 27 standard-cell rows.

** Final timing
- After layout, the minimum clock period comes to ~1600 ps.
- In the final report, the number of endpoints failing setup comes to 0.
- The max-slew check reports its worst relative slack as 0.768.
- Transition time at the pin with the least slew margin :: approximately 350 ps
- Worst Clk Skew :: 4.69 ps
- Min Hold Slack :: 140 ps
- Crit share post-route :: 0.802
- RSZ-0062 raised after global routing :: false
- Max Freq :: about 620 MHz
- Per the final report, max-transition violations number 0.
- Number of hold violations in the final report :: 0
- Fin Setup TNS :: 0 ps

** Global route
- Entering global routing, the biggest net connects 69 pins.
- The global routing stage identified its most utilized layer as met1.
- Summed over all routing layers, the global router reports a total usage of 0.157.
- The first global-routing pass estimated 7.15 mm of wire.
- In the global route stage, met2 resource usage came out at 0.225.
- The initial antenna violation count was 0.
- GR Overflow Total :: 0
- The number of global-route vias before repair came to around 1.5k.
- Met3 Usage GRT :: 0.0555
- In the global route stage, met1 resource usage came out at 0.254.

** Clocking
- Total number of H-tree levels :: 3
- The skew report gives the latency at the later pin of the worst-skew pair as roughly 330 ps.
- For this design, the CTS-stage hold fixing added 0 buffers.
- Buffer levels on the longest clock path :: 2
- The clock net in this run drives a total of about 70 sinks.
- Per the post-CTS timing run, clock transition at the registers of the reported paths is roughly 70 ps.
- TritonCTS built the clock tree.
- Counting the buffers created by CTS gives 9.
- In this run the post-CTS setup repair buffer count came out at 0.
- Number of cells upsized or downsized after cts :: 0
- Clock tree root driver cell :: sky130_fd_sc_hd__clkbuf_8

** Critical path
- Launch point of the worst path :: sr1.data_out[1]
- Slowest cell on the critical path :: sky130_fd_sc_hd__clkdlybuf4s50_1
- Worst Setup Path Type :: flip-flop to output port
- Endpoint class of the critical path :: output port
- The report puts the cell count of the worst reg-to-reg path at 3.
- Type of element launching the critical path :: flip-flop
- WP buf/inv :: 1
- Critical path, cell by cell :: clkdlybuf4s50_1
- Worst Path Max Fanout :: 3
- Biggest cell delay along the critical path :: slightly below 500 ps
- The kind of cell with the highest combined delay along the critical path is buffers and inverters.
- Required arrival time at the worst endpoint :: 1600 ps
- WP data arrival :: ~1200 ps
- Per the timing report, the most critical flop-to-flop path originates at sr0.state.
- Cell depth of the worst setup path :: 1

** Drt
- Count of antenna diodes in the layout :: 0
- Wire length per cell after detailed routing :: 14.1 microns
- Routed vias :: about 1.5k
- Once detail routing completed, the nets flagged for antenna violations numbered 0.
- Violation count after the first detailed-route iteration :: slightly below 90
- Initial DRT Pass Iterations :: 2
- Total wirelength of the detailed-routed design :: 4.31 mm
- The DRC violation total left in the routed layout is recorded as 0.
- DR vias/cell :: approximately 4.9

** Hold path
- Hold/Removal Path Class :: input pin to async pin

** Layout
- Final cell count without fillers :: 306
- Share of cells above drive strength 1 :: 0.363
- Final Util :: 0.688
- Between the synthesized netlist and the finished layout, the area growth was recorded as 31.2%.

** Power and ir drop
- The flow reported a cell area power density of approximately 1000 nW/um^2.
- Per the OpenROAD power report, leakage power amounts to between 1.5 and 2 nW.
- Peak ir drop on the vdd network :: slightly above 0.7 mV

** Job
- Count of maximum capacitance violations :: 0
- Total number of warnings across the stage logs :: 53
[layout by cell type, fill, tap and decap left out, drive strengths merged]
cell | Yosys | layout
o21a | 2 | 2
edfxtp | 2 | 2
clkinv | 0 | 2
dfrtp | 68 | 68
clkbuf | 2 | 13
buf | 9 | 7
clkdlybuf4s50 | 0 | 72
mux2 | 64 | 64
nand2b | 2 | 2
nor2b | 2 | 2
[sequential cells by signal (all words and copies together), names as in the netlist]
signal            count
instr_fifo_wr_en      1
pulse_fifo_wr_en      1
sr0.data_out         32
sr0.state             1
sr1.data_out         32
sr1.state             1
state_i               1
state_p               1
[routing by layer]
metal | vias to the layer above | share of wire
met5 | - | 0
met4 | 0 | 0.013
met3 | 7 | 0.070
met2 | 47 | 0.46
met1 | 758 | 0.45
li1 | 677 | -
[kinds of logic after synthesis]
kind of cell / Yosys count / share of synthesized area
mux: 64 / 0.324
buf+inv: 11 / 0.0540
simple gates: 4 / 0.0137
compound gates: 2 / 0.00514
flops: 70 / 0.603
[layout make-up]
cell class | instances | area (sq um)
multi-input cells | 70 | 1000
fillers | 374 | 1740
clock inverters | 2 | 10.0
flip-flops and latches | 70 | 1760
well taps | 72 | 90.1
clock buffers | 13 | 149
repair buffers | 79 | 821
[stage by stage]
stage,instance area [sq um],power (mW),worst slack [ps]
detailed placement,3670,3.04,232
global placement,3670,3.03,257
global route,3830,4.17,342
floorplan,2920,2.37,856
CTS,3830,3.99,375
finish,3830,3.93,395
[power by group]
part           switching [mW]  internal (mW)  leakage, nW
Clock                   0.448          0.474       0.0833
Combinational           0.163          0.886        0.885
Sequential              0.236           1.72        0.911
[worst paths after layout]
| kind | endpoint | slack (ps) |
|---|---|---|
| max | pulse_fifo_dout[1] | 400 |
| min | sr0.data_out[5] | 140 |
| max reg2reg | sr0.data_out[24] | 770 |
| min reg2reg | sr1.data_out[0] | 510 |
| max in group asynchronous | sr1.data_out[13] | 1580 |
| min in group clk0 | instr_fifo_wr_en | 480 |
No activity file was given, so power comes from the tool's default toggle rates.
